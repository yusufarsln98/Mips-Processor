--- design/flow/design.v ---
module And16Bit(output[15:0] result,
					input[15:0] a, 
					input[15:0] b);
	And4Bit and1(result[3:0], a[3:0], b[3:0]);
	And4Bit and2(result[7:4], a[7:4], b[7:4]);
	And4Bit and3(result[11:8], a[11:8], b[11:8]);
	And4Bit and4(result[15:12], a[15:12], b[15:12]);
endmodule 
module And32Bit(output[32:0] result,
					input[32:0] a, 
					input[32:0] b);
	And16Bit and1(result[15:0], a[15:0], b[15:0]);
	And16Bit and2(result[31:16], a[31:16], b[31:16]);
endmodule 
module And4Bit(output[3:0] result,
					input[3:0] a, 
					input[3:0] b);
	and and1(result[0], a[0], b[0]);
	and and2(result[1], a[1], b[1]);
	and and3(result[2], a[2], b[2]);
	and and4(result[3], a[3], b[3]);
endmodule 
module CarryLookaheadAdder16Bit(output [15:0] sum, input [15:0] a, b, input c_in);
    CarryLookaheadAdder4Bit carryLookaheadAdder4Bit1(sum[3:0], c_out0, a[3:0], b[3:0], c_in);
    CarryLookaheadAdder4Bit carryLookaheadAdder4Bit2(sum[7:4], c_out1, a[7:4], b[7:4], c_out0);
    CarryLookaheadAdder4Bit carryLookaheadAdder4Bit3(sum[11:8], c_out2, a[11:8], b[11:8], c_out1);
    CarryLookaheadAdder4Bit carryLookaheadAdder4Bit4(sum[15:12], c_out3, a[15:12], b[15:12], c_out2);
endmodule 
module CarryLookaheadAdder1Bit(output sum, input a, b, input c_in);
	xor xor1(aXorB, a, b);
	xor xor2(sum, aXorB, c_in);
endmodule 
module CarryLookaheadAdder32Bit(output [31:0] sum, output c_out, input [31:0] a, b, input c_in);
    wire [1:0] cll;  
    CarryLookaheadLogic32Bit carryLookaheadLogic32Bit(cll, a, b, c_in);
    CarryLookaheadAdder16Bit carryLookaheadAdder16Bit1(sum[15:0], a[15:0], b[15:0], c_in);
    CarryLookaheadAdder16Bit carryLookaheadAdder16Bit2(sum[31:16], a[31:16], b[31:16], cll[0]);
    or or1(c_out, cll[1], 1'b0);  
endmodule 
module CarryLookaheadAdder4Bit(output [3:0] sum, output c_out, input [3:0] a, b, input c_in);
    wire [3:0] p;
    wire [3:0] g;
    Xor4Bit xor4Bit(p, a, b);
    And4Bit and4Bit(g, a, b);
    and and1(p0c_in, p[0], c_in);
    or or1(c1, g[0], p0c_in);
    and and2(p1c1, p[1], c1);
    or or2(c2, g[1], p1c1);
    and and3(p2c2, p[2], c2);
    or or3(c3, g[2], p2c2);
    and and4(p3c3, p[3], c3);
    or or4(c_out, g[3], p3c3);
    CarryLookaheadAdder1Bit carryLookaheadAdder1Bit1(sum[0], a[0], b[0], c_in);
    CarryLookaheadAdder1Bit carryLookaheadAdder1Bit2(sum[1], a[1], b[1], c1);
    CarryLookaheadAdder1Bit carryLookaheadAdder1Bit3(sum[2], a[2], b[2], c2);
    CarryLookaheadAdder1Bit carryLookaheadAdder1Bit4(sum[3], a[3], b[3], c3);
endmodule 
module CarryLookaheadLogic32Bit(output[1:0] c_ins, input[31:0] a, b, input c_in);
    wire [31:0] p;
    wire [31:0] g;
    Xor32Bit x1(p, a, b);
    And32Bit a1(g, a, b);
    wire [15:0] p_g_0;
    and and1(p_g_0[0], p[15], g[14]);
    and and2(p_g_0[1], p[15], p[14], g[13]);
    and and3(p_g_0[2], p[15], p[14], p[13], g[12]);
    and and4(p_g_0[3], p[15], p[14], p[13], p[12], g[11]);
    and and5(p_g_0[4], p[15], p[14], p[13], p[12], p[11], g[10]);
    and and6(p_g_0[5], p[15], p[14], p[13], p[12], p[11], p[10], g[9]);
    and and7(p_g_0[6], p[15], p[14], p[13], p[12], p[11], p[10], p[9], g[8]);
    and and8(p_g_0[7], p[15], p[14], p[13], p[12], p[11], p[10], p[9], p[8], g[7]);
    and and9(p_g_0[8], p[15], p[14], p[13], p[12], p[11], p[10], p[9], p[8], p[7], g[6]);
    and and10(p_g_0[9], p[15], p[14], p[13], p[12], p[11], p[10], p[9], p[8], p[7], p[6], g[5]);
    and and11(p_g_0[10], p[15], p[14], p[13], p[12], p[11], p[10], p[9], p[8], p[7], p[6], p[5], g[4]);
    and and12(p_g_0[11], p[15], p[14], p[13], p[12], p[11], p[10], p[9], p[8], p[7], p[6], p[5], p[4], g[3]);
    and and13(p_g_0[12], p[15], p[14], p[13], p[12], p[11], p[10], p[9], p[8], p[7], p[6], p[5], p[4], p[3], g[2]);
    and and14(p_g_0[13], p[15], p[14], p[13], p[12], p[11], p[10], p[9], p[8], p[7], p[6], p[5], p[4], p[3], p[2], g[1]);
    and and15(p_g_0[14], p[15], p[14], p[13], p[12], p[11], p[10], p[9], p[8], p[7], p[6], p[5], p[4], p[3], p[2], p[1], g[0]);
    and and16(p_g_0[15], p[15], p[14], p[13], p[12], p[11], p[10], p[9], p[8], p[7], p[6], p[5], p[4], p[3], p[2], p[1], p[0], c_in);
    or or1(c_ins[0], g[15], p_g_0[0], p_g_0[1], p_g_0[2], p_g_0[3], p_g_0[4], p_g_0[5], p_g_0[6], p_g_0[7], p_g_0[8], p_g_0[9], p_g_0[10], p_g_0[11], p_g_0[12], p_g_0[13], p_g_0[14], p_g_0[15]);
    wire [15:0] p_g_1;
    and and17(p_g_1[0], p[31], g[30]);
    and and18(p_g_1[1], p[31], p[30], g[29]);
    and and19(p_g_1[2], p[31], p[30], p[29], g[28]);
    and and20(p_g_1[3], p[31], p[30], p[29], p[28], g[27]);
    and and21(p_g_1[4], p[31], p[30], p[29], p[28], p[27], g[26]);
    and and22(p_g_1[5], p[31], p[30], p[29], p[28], p[27], p[26], g[25]);
    and and23(p_g_1[6], p[31], p[30], p[29], p[28], p[27], p[26], p[25], g[24]);
    and and24(p_g_1[7], p[31], p[30], p[29], p[28], p[27], p[26], p[25], p[24], g[23]);
    and and25(p_g_1[8], p[31], p[30], p[29], p[28], p[27], p[26], p[25], p[24], p[23], g[22]);
    and and26(p_g_1[9], p[31], p[30], p[29], p[28], p[27], p[26], p[25], p[24], p[23], p[22], g[21]);
    and and27(p_g_1[10], p[31], p[30], p[29], p[28], p[27], p[26], p[25], p[24], p[23], p[22], p[21], g[20]);
    and and28(p_g_1[11], p[31], p[30], p[29], p[28], p[27], p[26], p[25], p[24], p[23], p[22], p[21], p[20], g[19]);
    and and29(p_g_1[12], p[31], p[30], p[29], p[28], p[27], p[26], p[25], p[24], p[23], p[22], p[21], p[20], p[19], g[18]);
    and and30(p_g_1[13], p[31], p[30], p[29], p[28], p[27], p[26], p[25], p[24], p[23], p[22], p[21], p[20], p[19], p[18], g[17]);
    and and31(p_g_1[14], p[31], p[30], p[29], p[28], p[27], p[26], p[25], p[24], p[23], p[22], p[21], p[20], p[19], p[18], p[17], g[16]);
    and and32(p_g_1[15], p[31], p[30], p[29], p[28], p[27], p[26], p[25], p[24], p[23], p[22], p[21], p[20], p[19], p[18], p[17], p[16], c_ins[0]);
    or or2(c_ins[1], g[31], p_g_1[0], p_g_1[1], p_g_1[2], p_g_1[3], p_g_1[4], p_g_1[5], p_g_1[6], p_g_1[7], p_g_1[8], p_g_1[9], p_g_1[10], p_g_1[11], p_g_1[12], p_g_1[13], p_g_1[14], p_g_1[15]);
endmodule 
module Xor16Bit(output[15:0] result,
					input[15:0] a, 
					input[15:0] b);
	Xor4Bit xor1(result[3:0], a[3:0], b[3:0]);
	Xor4Bit xor2(result[7:4], a[7:4], b[7:4]);
	Xor4Bit xor3(result[11:8], a[11:8], b[11:8]);
	Xor4Bit xor4(result[15:12], a[15:12], b[15:12]);
endmodule 
module Xor32Bit(output[32:0] result,
					input[32:0] a, 
					input[32:0] b);
	Xor16Bit xor1(result[15:0], a[15:0], b[15:0]);
	Xor16Bit xor2(result[31:16], a[31:16], b[31:16]);
endmodule 
module Xor4Bit(output[3:0] result,
					input[3:0] a, 
					input[3:0] b);
	xor xor1(result[0], a[0], b[0]);
	xor xor2(result[1], a[1], b[1]);
	xor xor3(result[2], a[2], b[2]);
	xor xor4(result[3], a[3], b[3]);
endmodule 
module adder_32bit_plus_shifted(
    output [31:0] sum, 
    input [31:0] a,
    input [31:0] shifted);
    wire c_out;
    CarryLookaheadAdder32Bit adder(
        .sum(sum),
        .c_out(c_out),
        .a(a),
        .b(shifted),
        .c_in(1'b0)
    );
endmodule 
--- design/flow/run.sh ---
#!/bin/bash
# OpenROAD 26Q1-2900-gdf79404cd8, Yosys 0.63+post, stock flow scripts
make -C /OpenROAD-flow-scripts/flow DESIGN_CONFIG=/design/flow/config.mk WORK_HOME=/design/flow/orfs finish
--- design/flow/config.mk ---
export PLATFORM = sky130hd
export DESIGN_NAME = adder_32bit_plus_shifted
export DESIGN_NICKNAME = adder_32bit_plus_shifted
export VERILOG_FILES = /design/flow/design.v
export SDC_FILE = /design/flow/constraint.sdc
export NUM_CORES = 4
export LEC_CHECK = 1
export CORE_AREA = 10 10 98 98
export DIE_AREA = 0 0 108 108
--- design/flow/constraint.sdc ---
current_design adder_32bit_plus_shifted

set clk_period 14.9
set clk_io_pct 0.2

create_clock -name clk0 -period $clk_period

set non_clock_inputs [all_inputs -no_clocks]
set_input_delay [expr $clk_period * $clk_io_pct] -clock clk0 $non_clock_inputs
set_output_delay [expr $clk_period * $clk_io_pct] -clock clk0 [all_outputs]
==> impl_metrics.tcl <==
# place-and-route summary
set metrics [dict create \
    outcome "finished clean" \
    drive_above_1_share_pct 0 \
    rows 32 \
    cp.arrival_ps 11090 \
    p_seq_share_pct 0 \
    setup_viol 0 \
    drt-initial-drc-count 4 \
    p_per_area_mw_per_mm2 38.4 \
    pwr-share-clk_pct 0 \
    netSwitchingFraction_pct 29.0 \
    n_antenna_cell 0 \
    gp_congestion 0.802 \
    dr_total_vias 963 \
    seqCellArea_um2 0 \
    ys_types 15 \
    die_h_um 108 \
    hp-class "in -> out" \
    layout_top_cell "clkdlybuf4s50_1" \
    fmax_ghz 0.0711 \
    grt_usage_pct 5.87 \
    chipArea_mm2 0.0117 \
    fp_util_pct 15.5 \
    syn_area_mm2 0.00119 \
    path_class "in -> out" \
    cp_max_fo 2 \
    grt_max_degree 5 \
    grt_pass1_wl_um 5510 \
    cts_repair_resize_count 0 \
    seq_cell_count 0 \
    totalWireLength_um 3590 \
    cp.required_ps 11920 \
    final_cells 273 \
    nClkBuffers 0 \
    area_growth_pct 71.4 \
    antenna_found_initial 0 \
    avgSynthCellArea_um2 11.1 \
    ys_seq_share_pct 0 \
    core_mm2 0.00765 \
    period_used_pct 94.4 \
    fin_crit_ps 14070 \
    worst_pin_slew_ps 240 \
    worst_hold_slack_ps 6910 \
    routed_via_density 3.53 \
    die_w_um 108 \
    yosysChipArea_mm2 0.00119 \
    detailed_place_hpwl_um 3560 \
    start_kind "input pin" \
    slew_violations 0 \
    pre_cts_ws_ps 773 \
    grt-ovfl-total 0 \
    p_leak_nw 0.782 \
    cts_hold_buf 0 \
    remaining_drc_errors 0 \
    total_power_uw 78.2 \
    max_cap_violations 0 \
    fill_cells 783 \
    post_drt_wl_per_cell_um 13.1 \
    p_comb_share_pct 100.0 \
    grt_pass1_vias 1111 \
    final_cell_mix "96 x clkdlybuf4s50_1, 29 x fa_1, 16 x ha_1" \
    first_pass_iters 4 \
    internal-power_uw 55.5 \
    hold_viol 0 \
    warnings 32 \
    irDropWorstVdd_mv 0.0166 \
    ant_nets 0 \
    synth_warnings 18 \
    slew_headroom_pct 83.9 \
    ios 96 \
    post_cts_buffers 0 \
    rsz0062_at_grt "false" \
    synthCells 107 \
    portBuffers 96 \
    dp_cells 273 \
    p_switching_uw 22.7 \
    yosys_cells 107 \
    critPathCaptureType "output pin" \
    finalSetupTns_ps 0 \
    setup_ws_ps 833 \
]
-- cell usage after synthesis --
cell type / number / share of area (%)
buf_4: 32 / 20
fa_1: 29 / 49
ha_1: 16 / 17
inv_1: 7 / 2.2
a21oi_1: 4 / 1.7
a211oi_1: 3 / 1.9
nand2_1: 3 / 0.95
nand3_1: 2 / 0.84
nand4_1: 2 / 1.1
nor2_1: 2 / 0.63
o211ai_1: 2 / 1.3
xnor2_1: 2 / 1.5
a2111o_1: 1 / 0.95
o21ai_0: 1 / 0.42
xor2_1: 1 / 0.74
-- power groups by stage --
| stage | Sequential, mW | Clock (mW) | Combinational [mW] |
|---|---|---|---|
| after CTS | 0 | 0 | 0.0815 |
| after global routing | 0 | 0 | 0.0890 |
| final | 0 | 0 | 0.0782 |
-- stage by stage --
step                utilization [%]  cell area, um2
floorplan                         -            1190
global placement               26.6            2040
detailed placement             26.6            2040
CTS                            26.6            2040
global route                   26.6            2040
finish                         26.6            2040
-- routing by layer --
layer | GRT usage [%] | routed length (um) | vias to the layer above
met5 | 0 | 0 | -
met3 | 4.22 | 708 | 0
li1 | - | - | 453
met4 | 0 | 0 | 0
met1 | 7.26 | 1350 | 439
met2 | 8.75 | 1530 | 71
-- worst paths after layout --
check | from | to | slack [ps] | cells past startpoint
worst max-delay path | a[4] | sum[31] | 830 | 23
worst min-delay path | shifted[31] | sum[31] | 6910 | 3
-- final cells by class --
type	instances	area [um2]	area share [%]
timing repair buffer	96	961	47.2
multi-input combinational	68	922	45.3
tap	102	128	6.27
inverter	7	26.3	1.29
-- logic make-up after synthesis --
logic type	Yosys count	share of synthesized area, %
xor+xnor	3	2.21
buf+inv	39	22.4
compound gates	11	6.21
simple gates	9	3.47
fa+ha+maj	45	65.7
-- worst max-delay path, cell delays in order --
cell and delay, ps:
clkdlybuf4s50_1 450, ha_1 320, a2111o_1 400, o211ai_1 160, o211ai_1 140, fa_1 410, fa_1 390, fa_1 390
fa_1 390, fa_1 390, fa_1 380, fa_1 390, fa_1 380, fa_1 380, fa_1 380, fa_1 400
fa_1 390, fa_1 390, fa_1 390, fa_1 380, xnor2_1 170, xnor2_1 130, clkdlybuf4s50_1 490
No activity file was given, so power comes from the tool's default toggle rates.
