[constraint.sdc]
current_design adder_32bit_plus_4

set clk_period 9.2
set clk_io_pct 0.2

create_clock -name clk0 -period $clk_period

set non_clock_inputs [all_inputs -no_clocks]
set_input_delay [expr $clk_period * $clk_io_pct] -clock clk0 $non_clock_inputs
set_output_delay [expr $clk_period * $clk_io_pct] -clock clk0 [all_outputs]
[run.sh]
#!/bin/bash
# OpenROAD 26Q1-2900-gdf79404cd8, Yosys 0.63+post, stock flow scripts
make -C /OpenROAD-flow-scripts/flow DESIGN_CONFIG=/design/flow/config.mk WORK_HOME=/design/flow/orfs finish
[config.mk]
export PLATFORM = sky130hd
export DESIGN_NAME = adder_32bit_plus_4
export DESIGN_NICKNAME = adder_32bit_plus_4
export VERILOG_FILES = /design/flow/design.v
export SDC_FILE = /design/flow/constraint.sdc
export NUM_CORES = 4
export LEC_CHECK = 1
export CORE_AREA = 10 10 70 70
export DIE_AREA = 0 0 80 80
[design.v]
module And16Bit(output[15:0] result,
					input[15:0] a, 
					input[15:0] b);
	And4Bit and1(result[3:0], a[3:0], b[3:0]);
	And4Bit and2(result[7:4], a[7:4], b[7:4]);
	And4Bit and3(result[11:8], a[11:8], b[11:8]);
	And4Bit and4(result[15:12], a[15:12], b[15:12]);
endmodule 
module And32Bit(output[32:0] result,
					input[32:0] a, 
					input[32:0] b);
	And16Bit and1(result[15:0], a[15:0], b[15:0]);
	And16Bit and2(result[31:16], a[31:16], b[31:16]);
endmodule 
module And4Bit(output[3:0] result,
					input[3:0] a, 
					input[3:0] b);
	and and1(result[0], a[0], b[0]);
	and and2(result[1], a[1], b[1]);
	and and3(result[2], a[2], b[2]);
	and and4(result[3], a[3], b[3]);
endmodule 
module CarryLookaheadAdder16Bit(output [15:0] sum, input [15:0] a, b, input c_in);
    CarryLookaheadAdder4Bit carryLookaheadAdder4Bit1(sum[3:0], c_out0, a[3:0], b[3:0], c_in);
    CarryLookaheadAdder4Bit carryLookaheadAdder4Bit2(sum[7:4], c_out1, a[7:4], b[7:4], c_out0);
    CarryLookaheadAdder4Bit carryLookaheadAdder4Bit3(sum[11:8], c_out2, a[11:8], b[11:8], c_out1);
    CarryLookaheadAdder4Bit carryLookaheadAdder4Bit4(sum[15:12], c_out3, a[15:12], b[15:12], c_out2);
endmodule 
module CarryLookaheadAdder1Bit(output sum, input a, b, input c_in);
	xor xor1(aXorB, a, b);
	xor xor2(sum, aXorB, c_in);
endmodule 
module CarryLookaheadAdder32Bit(output [31:0] sum, output c_out, input [31:0] a, b, input c_in);
    wire [1:0] cll;  
    CarryLookaheadLogic32Bit carryLookaheadLogic32Bit(cll, a, b, c_in);
    CarryLookaheadAdder16Bit carryLookaheadAdder16Bit1(sum[15:0], a[15:0], b[15:0], c_in);
    CarryLookaheadAdder16Bit carryLookaheadAdder16Bit2(sum[31:16], a[31:16], b[31:16], cll[0]);
    or or1(c_out, cll[1], 1'b0);  
endmodule 
module CarryLookaheadAdder4Bit(output [3:0] sum, output c_out, input [3:0] a, b, input c_in);
    wire [3:0] p;
    wire [3:0] g;
    Xor4Bit xor4Bit(p, a, b);
    And4Bit and4Bit(g, a, b);
    and and1(p0c_in, p[0], c_in);
    or or1(c1, g[0], p0c_in);
    and and2(p1c1, p[1], c1);
    or or2(c2, g[1], p1c1);
    and and3(p2c2, p[2], c2);
    or or3(c3, g[2], p2c2);
    and and4(p3c3, p[3], c3);
    or or4(c_out, g[3], p3c3);
    CarryLookaheadAdder1Bit carryLookaheadAdder1Bit1(sum[0], a[0], b[0], c_in);
    CarryLookaheadAdder1Bit carryLookaheadAdder1Bit2(sum[1], a[1], b[1], c1);
    CarryLookaheadAdder1Bit carryLookaheadAdder1Bit3(sum[2], a[2], b[2], c2);
    CarryLookaheadAdder1Bit carryLookaheadAdder1Bit4(sum[3], a[3], b[3], c3);
endmodule 
module CarryLookaheadLogic32Bit(output[1:0] c_ins, input[31:0] a, b, input c_in);
    wire [31:0] p;
    wire [31:0] g;
    Xor32Bit x1(p, a, b);
    And32Bit a1(g, a, b);
    wire [15:0] p_g_0;
    and and1(p_g_0[0], p[15], g[14]);
    and and2(p_g_0[1], p[15], p[14], g[13]);
    and and3(p_g_0[2], p[15], p[14], p[13], g[12]);
    and and4(p_g_0[3], p[15], p[14], p[13], p[12], g[11]);
    and and5(p_g_0[4], p[15], p[14], p[13], p[12], p[11], g[10]);
    and and6(p_g_0[5], p[15], p[14], p[13], p[12], p[11], p[10], g[9]);
    and and7(p_g_0[6], p[15], p[14], p[13], p[12], p[11], p[10], p[9], g[8]);
    and and8(p_g_0[7], p[15], p[14], p[13], p[12], p[11], p[10], p[9], p[8], g[7]);
    and and9(p_g_0[8], p[15], p[14], p[13], p[12], p[11], p[10], p[9], p[8], p[7], g[6]);
    and and10(p_g_0[9], p[15], p[14], p[13], p[12], p[11], p[10], p[9], p[8], p[7], p[6], g[5]);
    and and11(p_g_0[10], p[15], p[14], p[13], p[12], p[11], p[10], p[9], p[8], p[7], p[6], p[5], g[4]);
    and and12(p_g_0[11], p[15], p[14], p[13], p[12], p[11], p[10], p[9], p[8], p[7], p[6], p[5], p[4], g[3]);
    and and13(p_g_0[12], p[15], p[14], p[13], p[12], p[11], p[10], p[9], p[8], p[7], p[6], p[5], p[4], p[3], g[2]);
    and and14(p_g_0[13], p[15], p[14], p[13], p[12], p[11], p[10], p[9], p[8], p[7], p[6], p[5], p[4], p[3], p[2], g[1]);
    and and15(p_g_0[14], p[15], p[14], p[13], p[12], p[11], p[10], p[9], p[8], p[7], p[6], p[5], p[4], p[3], p[2], p[1], g[0]);
    and and16(p_g_0[15], p[15], p[14], p[13], p[12], p[11], p[10], p[9], p[8], p[7], p[6], p[5], p[4], p[3], p[2], p[1], p[0], c_in);
    or or1(c_ins[0], g[15], p_g_0[0], p_g_0[1], p_g_0[2], p_g_0[3], p_g_0[4], p_g_0[5], p_g_0[6], p_g_0[7], p_g_0[8], p_g_0[9], p_g_0[10], p_g_0[11], p_g_0[12], p_g_0[13], p_g_0[14], p_g_0[15]);
    wire [15:0] p_g_1;
    and and17(p_g_1[0], p[31], g[30]);
    and and18(p_g_1[1], p[31], p[30], g[29]);
    and and19(p_g_1[2], p[31], p[30], p[29], g[28]);
    and and20(p_g_1[3], p[31], p[30], p[29], p[28], g[27]);
    and and21(p_g_1[4], p[31], p[30], p[29], p[28], p[27], g[26]);
    and and22(p_g_1[5], p[31], p[30], p[29], p[28], p[27], p[26], g[25]);
    and and23(p_g_1[6], p[31], p[30], p[29], p[28], p[27], p[26], p[25], g[24]);
    and and24(p_g_1[7], p[31], p[30], p[29], p[28], p[27], p[26], p[25], p[24], g[23]);
    and and25(p_g_1[8], p[31], p[30], p[29], p[28], p[27], p[26], p[25], p[24], p[23], g[22]);
    and and26(p_g_1[9], p[31], p[30], p[29], p[28], p[27], p[26], p[25], p[24], p[23], p[22], g[21]);
    and and27(p_g_1[10], p[31], p[30], p[29], p[28], p[27], p[26], p[25], p[24], p[23], p[22], p[21], g[20]);
    and and28(p_g_1[11], p[31], p[30], p[29], p[28], p[27], p[26], p[25], p[24], p[23], p[22], p[21], p[20], g[19]);
    and and29(p_g_1[12], p[31], p[30], p[29], p[28], p[27], p[26], p[25], p[24], p[23], p[22], p[21], p[20], p[19], g[18]);
    and and30(p_g_1[13], p[31], p[30], p[29], p[28], p[27], p[26], p[25], p[24], p[23], p[22], p[21], p[20], p[19], p[18], g[17]);
    and and31(p_g_1[14], p[31], p[30], p[29], p[28], p[27], p[26], p[25], p[24], p[23], p[22], p[21], p[20], p[19], p[18], p[17], g[16]);
    and and32(p_g_1[15], p[31], p[30], p[29], p[28], p[27], p[26], p[25], p[24], p[23], p[22], p[21], p[20], p[19], p[18], p[17], p[16], c_ins[0]);
    or or2(c_ins[1], g[31], p_g_1[0], p_g_1[1], p_g_1[2], p_g_1[3], p_g_1[4], p_g_1[5], p_g_1[6], p_g_1[7], p_g_1[8], p_g_1[9], p_g_1[10], p_g_1[11], p_g_1[12], p_g_1[13], p_g_1[14], p_g_1[15]);
endmodule 
module Xor16Bit(output[15:0] result,
					input[15:0] a, 
					input[15:0] b);
	Xor4Bit xor1(result[3:0], a[3:0], b[3:0]);
	Xor4Bit xor2(result[7:4], a[7:4], b[7:4]);
	Xor4Bit xor3(result[11:8], a[11:8], b[11:8]);
	Xor4Bit xor4(result[15:12], a[15:12], b[15:12]);
endmodule 
module Xor32Bit(output[32:0] result,
					input[32:0] a, 
					input[32:0] b);
	Xor16Bit xor1(result[15:0], a[15:0], b[15:0]);
	Xor16Bit xor2(result[31:16], a[31:16], b[31:16]);
endmodule 
module Xor4Bit(output[3:0] result,
					input[3:0] a, 
					input[3:0] b);
	xor xor1(result[0], a[0], b[0]);
	xor xor2(result[1], a[1], b[1]);
	xor xor3(result[2], a[2], b[2]);
	xor xor4(result[3], a[3], b[3]);
endmodule 
module adder_32bit_plus_4(
    output [31:0] sum, 
    input [31:0] a);
    wire c_out;
    CarryLookaheadAdder32Bit adder(
        .sum(sum),
        .c_out(c_out),
        .a(a),
        .b(32'b00000000000000000000000000000100),
        .c_in(1'b0)
    );
endmodule 
==> results.cfg <==
; physical design summary
[timing]
period_needed_ns = 7.62
final_hold_viols = 0
drv_slew = 0
setup_total_negative_slack_ns = 0
layout_setup_ws_ns = 1.58
rsz0062_at_grt = no
max_clock_freq_ghz = 0.131
tightestPinTransition_ns = 0.234
timing.max_slew.rel_slack_pct = 84.3
timing.hold.ws_ns = 3.68
timing.final.setup_violations = 0
final.period_utilization_pct = 82.8

[worst_setup_path]
path_common_cell = ha_1
worstPathBufferInverterCount = 2
cp.required_ns = 7.36
crit_arrival_ns = 5.78
maximum_fanout_along_the_worst_path = 3
critical_path_cell_by_cell = clkdlybuf4s50_1 -> nand4_1 -> nor4_2 -> ha_1 -> ha_1 -> ha_1 -> ha_1 -> ha_1 -> ha_1 -> ha_1 -> ha_1 -> ha_1 -> ha_1 -> ha_1 -> ha_1 -> ha_1 -> ha_1 -> ha_1 -> xor2_1 -> clkdlybuf4s50_1
cp-start-kind = input pin
endpoint_kind = output port
worst_path_dominant_cell_family = adder cells
slowest_delay_ns = 0.49
critPathSlowestCell = clkdlybuf4s50_1
worst_path_class_setup = input pin to output port

[global_route]
grt_start_max_net_pins = 4
groute.usage.overall_pct = 4.89
grt_pass1_vias = 585
global_route_wire_length_before_repair_mm = 2.63
number_of_antenna_violations_at_the_first_check_in_global_routing = 0
grt_overflow_total = 0

[synth]
netlist-cell-type-count = 7
synth.cell_area_um2 = 634
yosys-stat-cells = 67
ys.warnings.count = 18
syn_avg_cell_area_um2 = 9.47
postSynthCellCount = 67
synth_sequential_area_ratio_pct = 0
synth_chip_area_um2 = 634

[power_and_ir_drop]
power_per_cell_area_nw_per_um2 = 30.7
pwr-share-seq_pct = 0
combPwrFrac_pct = 100.0
power_leakage_uw = 0.000498
total_switching_power_uw = 6.70
clkPwrFrac_pct = 0
switching_fraction_pct = 20.8
worst_supply_voltage_drop_on_vdd_mv = 0.0122
internal-power_uw = 25.6

[finish]
sequential_cell_total = 0
finish.instance_area_um2 = 1050
flow.area_growth_from_synthesis_pct = 65.9
n_clock_buffer = 0
layout-drive-gt1-share_pct = 1.05
most_common_logic_cell_in_the_routed_design = clkdlybuf4s50_1
mostFrequentLayoutCells = clkdlybuf4s50_1, ha_1, nand4_1, xor2_1
final_core_utilization_pct = 30.8
area.sequential_um2 = 0
fillCellCount = 374

[placed_design]
dpl_worst_slack_ns = 1.53
routabilityCongestion = 0.794
instance_area_at_placement_um2 = 1050
placement.io_buffers = 60
place_hpwl_mm = 1.69

[clocking]
cts.repair.resized = 0
cts_hold_buf = 0
cts_setup_buffers = 0

[min_path]
worst_hold_check_path_type = input pin to output port
min_delay_path_depth = 0
hold_end = sum[1]
hold_start = a[1]

[routing]
dr.pass1.iters = 2
antenna_left = 0
detail_route.vias_per_cell = 3.65
drt-total-wl_mm = 1.76
vias_after_detailed_routing = 514
remaining_drc_errors = 0
drt_iter0_markers = 1
post_drt_wl_per_cell_um = 12.5
detail_route.antenna_diodes = 0

[die]
io_pins = 64
floorplan.core_util_pct = 18.6
die_width_um = 80
die.size.y_um = 80
cell_row_count = 21
fp.dieArea_um2 = 6400
core_area_um2 = 3420

[job]
warning_count = 32
cap_violations = 0

[status]
status = finished clean
[layer usage]
metal	vias to the layer above	GRT usage [%]	part of all wire, %
met3	0	4.89	26
met5	-	0	0
met1	211	4.22	32
li1	260	-	-
met4	0	0	0
met2	43	8.43	42
[synth_stat cells]
cell | n | share of area (%)
inv_1 | 1 | 0.59
nand2_1 | 1 | 0.59
nand4_1 | 3 | 3.0
nor4_2 | 1 | 2.0
xor2_1 | 2 | 2.8
ha_1 | 27 | 53
buf_4 | 32 | 38
[metrics by stage]
step / power, uW / cells
final: 32.3 / 141
after global routing: 35.9 / 141
after CTS: 33.4 / 141
after detailed placement: 32.9 / 141
after global placement: 32.8 / 141
after floorplan: 13.0 / 67
[final cells by class]
class              instances  area [um^2]  share of cell area (%)
inverters                  1         3.75                   0.357
multi-input cells         34          390                    37.1
well taps                 46         57.6                    5.47
repair buffers            60          601                    57.1
[kinds of logic after synthesis]
logic type    count (synthesis)  share of synthesized area [%]
simple gates                  5                           5.52
fa+ha+maj                    27                           53.3
buf+inv                      33                           38.5
xor+xnor                      2                           2.76
[how the worst max path moves through the flow]
stage	startpoint	end	slack, ns	cells past startpoint
finish	a[2]	sum[31]	1.58	20
CTS	a[2]	sum[31]	1.53	20
global route	a[2]	sum[31]	1.42	20
[power groups by stage]
stage | sequential, uW | clock, uW | combinational, uW
4_1_cts | 0 | 0 | 33.4
5_1_grt | 0 | 0 | 35.9
6_report | 0 | 0 | 32.3
No activity file was given, so power comes from the tool's default toggle rates.
